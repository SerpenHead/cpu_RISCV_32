[/design/flow/design.v]
module reg32file (
    input wire clk,               
    input wire reset,             
    input wire we,                
    input wire [4:0] rR1,  
    input wire [4:0] rR2,  
    input wire [4:0] wR,  
    input wire [31:0] wD, 
    output wire [31:0] rD1, 
    output wire [31:0] rD2  
);
reg [31:0] registers [31:0];
assign rD1 = registers[rR1];
assign rD2 = registers[rR2];
always @(posedge clk or posedge reset) begin
    if (reset) begin
        registers[0]  <= 32'b0;
        registers[1]  <= 32'b0;
        registers[2]  <= 32'b0;
        registers[3]  <= 32'b0;
        registers[4]  <= 32'b0;
        registers[5]  <= 32'b0;
        registers[6]  <= 32'b0;
        registers[7]  <= 32'b0;
        registers[8]  <= 32'b0;
        registers[9]  <= 32'b0;
        registers[10] <= 32'b0;
        registers[11] <= 32'b0;
        registers[12] <= 32'b0;
        registers[13] <= 32'b0;
        registers[14] <= 32'b0;
        registers[15] <= 32'b0;
        registers[16] <= 32'b0;
        registers[17] <= 32'b0;
        registers[18] <= 32'b0;
        registers[19] <= 32'b0;
        registers[20] <= 32'b0;
        registers[21] <= 32'b0;
        registers[22] <= 32'b0;
        registers[23] <= 32'b0;
        registers[24] <= 32'b0;
        registers[25] <= 32'b0;
        registers[26] <= 32'b0;
        registers[27] <= 32'b0;
        registers[28] <= 32'b0;
        registers[29] <= 32'b0;
        registers[30] <= 32'b0;
        registers[31] <= 32'b0;
    end else if (we) begin
        if(wR)
        registers[wR] <= wD;  
    end
end
endmodule
[/design/flow/run.sh]
#!/bin/bash
# OpenROAD 26Q1-2900-gdf79404cd8, Yosys 0.63+post, stock flow scripts
make -C /OpenROAD-flow-scripts/flow DESIGN_CONFIG=/design/flow/config.mk WORK_HOME=/design/flow/orfs finish
[/design/flow/config.mk]
export PLATFORM = sky130hd
export DESIGN_NAME = reg32file
export DESIGN_NICKNAME = reg32file
export VERILOG_FILES = /design/flow/design.v
export SDC_FILE = /design/flow/constraint.sdc
export NUM_CORES = 4
export LEC_CHECK = 1
export CORE_UTILIZATION = 40
[/design/flow/constraint.sdc]
current_design reg32file

set clk_period 12.6
set clk_io_pct 0.2

create_clock -name clk0 -period $clk_period [get_ports {clk}]

set non_clock_inputs [all_inputs -no_clocks]
set_input_delay [expr $clk_period * $clk_io_pct] -clock clk0 $non_clock_inputs
set_output_delay [expr $clk_period * $clk_io_pct] -clock clk0 [all_outputs]
==> run notes <==
run results: status=finished, final reports clean, FFs w/ async S/R, synth=100%, Worst Skew=0 ps, Top-Level Pins=114, worst slew pin tran=1280 ps, max-cap viol count=0, initial antenna violation count=13, clock latency on the worst-skew pair=740 ps, post-synth cell types=61, CTS tree=yes, synthesis area per yosys=0.0511 sq mm, Die Height=359 um, DR WL/cell=43.3 um, DRT antenna net count=0, drt total wl=265000 um, layout cells sized above 1=32.9%, Num CTS Buffers=111, row count=130, Max H-tree Level=3, Log Warnings=37, Worst EP arrival=7870 ps, setup ws final=2210 ps, Reg clk slew, reported paths=60 ps, Setup WS pre-CTS=2810 ps, Req. time, crit path=10080 ps, CP Class=primary input to output port, Worst slew margin=14.3%, DRC=0, crit end category=output port, GPL Wtd Cong=1.07, first-pass GRT wire length=363000 um, achievable frequency=96.2 MHz, biggest regs=registers: 1024 flops, vias in the first global route=43900, Seq/Total Area, Yosys=50.1%, Final setup viols=0, Root Driver=clkbuf_16, RSZ-0062 raised after global routing=false, chip area=0.129 sq mm, DR vias=44500, post-layout util=46.2%, grt total ovfl=0, post-CTS setup buffers=0, hpwl dp=161000 um, crit start category=primary input, Synth flops=1024, GRT Overall Usage=42.3%, Tmin final=10390 ps, Hold Vio Cnt, Final=0, Layout area overhead=14.2%, DRT Pass-1 Iters=12, PortBufs=113, Post-synth EDFFs=0, Worst Hold Class=flip-flop to flip-flop, Min Hold Slack=402 ps, clk buf depth=3, Hold Buf Count CTS=0, Init Core Util=40.5%, detail-routed via count per cell=7.28, First DRT Iteration DRCs=6602, Top reg by flops=registers, post-synthesis cell area=0.0511 sq mm, Critical Path Fanout Max=37, Final TNS setup=0 ps, clock sinks=1024, Ys Warns=2, syn avg cell area=11.7 sq um, Core ar.=0.126 sq mm, Tcrit/Tclk final=82.5%, Largest register FFs=1024, leakage=25.2 nW, post-CTS resize count=0, Die Wd=359 um, top_reg_cell synth=dfrtp_1, Peak supply drop=0.000105 V, largest net degree at the start of global routing=125, Synth Instances=4386, Pwr Density=161 mW/mm^2, max-slew violation count=0, Yosys Instances=4386
path summary, 6_finish.rpt:
path	endpoint	from	slack, ps	cells after the start
worst max-delay path	rD2[31]	rR2[1]	2210	10
worst min-delay path	registers[0][20]$_DFFE_PP0P_	registers[0][20]$_DFFE_PP0P_	400	0
worst max register to register	registers[20][18]$_DFFE_PP0P_	registers[20][18]$_DFFE_PP0P_	11680	1
worst min register to register	registers[0][20]$_DFFE_PP0P_	registers[0][20]$_DFFE_PP0P_	400	0
max in group asynchronous	registers[25][17]$_DFFE_PP0P_	reset	7310	6
min in group asynchronous	registers[31][4]$_DFFE_PP0P_	reset	2270	2
where the power goes:
part,switching (mW),total [mW],internal [mW]
clock network,1.45,3.51,2.05
registers,0.663,4.57,3.91
logic,0.620,1.30,0.681
total,2.74,9.37,6.64
cell families after synthesis:
| logic type | share of synthesized area (%) |
|---|---|
| compound gates | 15.4 |
| buf+inv | 3.93 |
| flops | 50.1 |
| mux | 22.8 |
| simple gates | 7.77 |
final cells by class:
| cell class | instances | area, sq um |
|---|---|---|
| clock inverter | 59 | 761 |
| tap | 1650 | 2060 |
| sequential | 1024 | 25600 |
| multi-input combinational | 2900 | 24000 |
| timing repair buffer | 324 | 2720 |
| inverter | 4 | 18.8 |
| antenna | 13 | 32.5 |
| fill | 11300 | 67900 |
| clock buffer | 144 | 3090 |
synthesized netlist by cell type (44+ instances only):
| master | instances | share of area (%) |
|---|---|---|
| dfrtp_1 | 1024 | 50 |
| mux2_2 | 958 | 21 |
| a22oi_1 | 791 | 12 |
| nand2_1 | 224 | 1.6 |
| clkbuf_1 | 217 | 1.6 |
| buf_2 | 186 | 1.8 |
| nor2_1 | 183 | 1.3 |
| nand4_1 | 119 | 1.5 |
| a21oi_1 | 93 | 0.91 |
| nor3_1 | 66 | 0.65 |
| nand3_1 | 53 | 0.52 |
| mux2_1 | 45 | 0.99 |
| buf_1 | 44 | 0.32 |
critical path: stages:
cell,delay (ps)
buf_2,90
buf_4,470
buf_4,430
nand3b_1,860
nor2_4,1250
buf_4,540
a222oi_1,200
and4_1,250
a31oi_1,540
clkdlybuf4s50_1,590
through the flow:
stage               power, mW  cells  cell area [sq um]
floorplan                5.17   4386              51100
global placement         5.84   5902              54500
detailed placement       5.86   5902              54500
CTS                      9.33   6105              58300
global route             9.63   6105              58300
finish                   9.37   6118              58300
layer usage:
layer	up-vias	track usage, %	share of wire, %
li1	16700	-	-
met1	22400	53.3	35
met2	4061	56.4	40
met3	1351	26.1	17
met4	31	22.5	7.7
met5	-	2.85	0.21
cell usage in the layout (no fill, tap or decap), types with 15 or more instances in the layout:
master / instances
dfrtp_1: 1024
mux2_2: 958
a22oi_1: 791
nand2_1: 213
buf_4: 208
nor2_1: 132
nand4_1: 119
clkbuf_16: 111
clkdlybuf4s50_1: 106
a21oi_1: 93
nor2_4: 72
nor3_1: 65
nand3_1: 52
mux2_1: 45
nor4_1: 37
a22o_1: 31
mux2i_1: 31
a222oi_1: 28
clkinv_2: 28
o21ai_0: 27
clkbuf_8: 19
a31oi_1: 16
bufinv_16: 16
nand2b_1: 15
a32oi_1: 15
Power figures rest on the tool's default switching activity, not on a simulated workload.
